==> flow/design.v <==
`timescale 1ns / 1ps
function [31:0] fcs32_1(input di, input [31:0] ci);
begin
	fcs32_1[0] =  ci[31] ^ di;
	fcs32_1[1] =  ci[0] ^ ci[31] ^ di;
	fcs32_1[2] =  ci[1] ^ ci[31] ^ di;
	fcs32_1[3] =  ci[2];
	fcs32_1[4] =  ci[3] ^ ci[31] ^ di;
	fcs32_1[5] =  ci[4] ^ ci[31] ^ di;
	fcs32_1[6] =  ci[5];
	fcs32_1[7] =  ci[6] ^ ci[31] ^ di;
	fcs32_1[8] =  ci[7] ^ ci[31] ^ di;
	fcs32_1[9] =  ci[8];
	fcs32_1[10] =  ci[9] ^ ci[31] ^ di;
	fcs32_1[11] =  ci[10] ^ ci[31] ^ di;
	fcs32_1[12] =  ci[11] ^ ci[31] ^ di;
	fcs32_1[13] =  ci[12];
	fcs32_1[14] =  ci[13];
	fcs32_1[15] =  ci[14];
	fcs32_1[16] =  ci[15] ^ ci[31] ^ di;
	fcs32_1[17] =  ci[16];
	fcs32_1[18] =  ci[17];
	fcs32_1[19] =  ci[18];
	fcs32_1[20] =  ci[19];
	fcs32_1[21] =  ci[20];
	fcs32_1[22] =  ci[21] ^ ci[31] ^ di;
	fcs32_1[23] =  ci[22] ^ ci[31] ^ di;
	fcs32_1[24] =  ci[23];
	fcs32_1[25] =  ci[24];
	fcs32_1[26] =  ci[25] ^ ci[31] ^ di;
	fcs32_1[27] =  ci[26];
	fcs32_1[28] =  ci[27];
	fcs32_1[29] =  ci[28];
	fcs32_1[30] =  ci[29];
	fcs32_1[31] =  ci[30];
end
endfunction
function [31:0] fcs32_brev(input [31:0] arg);
begin
    fcs32_brev[31] = ~arg[24];
    fcs32_brev[30] = ~arg[25];
    fcs32_brev[29] = ~arg[26];
    fcs32_brev[28] = ~arg[27];
    fcs32_brev[27] = ~arg[28];
    fcs32_brev[26] = ~arg[29];
    fcs32_brev[25] = ~arg[30];
    fcs32_brev[24] = ~arg[31];
    fcs32_brev[23] = ~arg[16];
    fcs32_brev[22] = ~arg[17];
    fcs32_brev[21] = ~arg[18];
    fcs32_brev[20] = ~arg[19];
    fcs32_brev[19] = ~arg[20];
    fcs32_brev[18] = ~arg[21];
    fcs32_brev[17] = ~arg[22];
    fcs32_brev[16] = ~arg[23];
    fcs32_brev[15] = ~arg[8];
    fcs32_brev[14] = ~arg[9];
    fcs32_brev[13] = ~arg[10];
    fcs32_brev[12] = ~arg[11];
    fcs32_brev[11] = ~arg[12];
    fcs32_brev[10] = ~arg[13];
    fcs32_brev[9]  = ~arg[14];
    fcs32_brev[8]  = ~arg[15];
    fcs32_brev[7]  = ~arg[0];
    fcs32_brev[6]  = ~arg[1];
    fcs32_brev[5]  = ~arg[2];
    fcs32_brev[4]  = ~arg[3];
    fcs32_brev[3]  = ~arg[4];
    fcs32_brev[2]  = ~arg[5];
    fcs32_brev[1]  = ~arg[6];
    fcs32_brev[0]  = ~arg[7];
end
endfunction
module uut_1_bitp
(
    output wire [31:0] res_o,
    output wire [31:0] exp_o,
    output wire [31:0] obs_o,
    output wire        val_o,
    input  wire [31:0] data_i,
    input  wire        sof_i,
    input  wire        eof_i,
    input  wire        bstb_i,
    input  wire        bclk_i
);
    localparam         LO                = 1'b0;
    localparam         HI                = 1'b1;
    localparam [31:0]  ZEROS             = {32{LO}};
    localparam [31:0]  ONES              = {32{HI}};
    localparam         FIRST             = 4;
    localparam         LAST              = 34;
    reg          dat_z1;
    reg          bgn_z1;
    reg          end_z1;
    reg  [31:0]  exp_z2;
    reg  [31:0]  fcs_z2;
    reg          end_z2;
    reg  [31:0]  exp_z3;
    reg  [31:0]  fcs_z3;
    reg          val_z3;
    reg  [31:0]  exp[FIRST:LAST];
    reg  [31:0]  crc[FIRST:LAST];
    reg          val[FIRST:LAST];
    integer      bit_cnt;
    always @ (posedge bclk_i) begin
        if (bstb_i == HI) begin
            bit_cnt <= 0;
        end else begin
            bit_cnt <= bit_cnt + 1;
        end
        bgn_z1 <= LO;
        end_z1 <= LO;
        dat_z1 <= data_i[bit_cnt + 24];
        if (bit_cnt == 7) begin
            end_z1 <= eof_i;
        end else if (bit_cnt == 0) begin
            bgn_z1 <= sof_i;
        end
        end_z2 <= end_z1;
        if (end_z1 == HI) begin
            exp_z2[31:0] <= data_i[31:0];
        end
        if (bgn_z1 == HI) begin
            fcs_z2[31:0] <= fcs32_1(dat_z1, ONES[31:0]);
        end else begin
            fcs_z2[31:0] <= fcs32_1(dat_z1, fcs_z2[31:0]);
        end
        val_z3       <= end_z2;
        exp_z3[31:0] <= exp_z2[31:0];
        if (end_z2 == HI) begin
            fcs_z3[31:0] <= fcs32_brev(fcs_z2[31:0]);
        end
    end
    generate
        genvar i;
        for (i = FIRST ; i <= LAST ; i = i + 1) begin : ppln_delay
            always @ (posedge bclk_i) begin
                if (i == FIRST) begin
                    exp[i][31:0] <= exp_z3[31:0];
                    crc[i][31:0] <= fcs_z3[31:0];
                    val[i]       <= val_z3;
                end else begin
                    exp[i][31:0] <= exp[i - 1][31:0];
                    crc[i][31:0] <= crc[i - 1][31:0];
                    val[i]       <= val[i - 1];
                end
            end
        end
    endgenerate
    always @ (*) begin
        res_o[31:0] = fcs_z2[31:0];
        exp_o[31:0] = exp[LAST][31:0];
        obs_o[31:0] = crc[LAST][31:0];
        val_o       = val[LAST];
    end
endmodule
`timescale 1ns / 1ps
module uut_1_bytep
(
    output wire [31:0] data_o,
    output wire        sof_o,
    input  wire [7:0]  data_i,
    input  wire        sof_i,
    input  wire        pclk_i
);
    reg  [7:0]   data_z1;
    reg          sof_z1;
    reg  [7:0]   data_z2;
    reg          sof_z2;
    reg  [7:0]   data_z3;
    reg          sof_z3;
    reg  [7:0]   data_z4;
    reg          sof_z4;
    always @ (posedge pclk_i) begin
        data_z1[7:0] <= data_i[7:0];
        sof_z1       <= sof_i;
        data_z2[7:0] <= data_z1[7:0];
        sof_z2       <= sof_z1;
        data_z3[7:0] <= data_z2[7:0];
        sof_z3       <= sof_z2;
        data_z4[7:0] <= data_z3[7:0];
        sof_z4       <= sof_z3;
    end
    always @ (*)
    begin
        data_o[31:0] = {data_z4[7:0], data_z3[7:0], data_z2[7:0], data_z1[7:0]};
        sof_o        = sof_z4;
    end
endmodule
`timescale 1ns / 1ps
module uut_1_top
(
    output wire [31:0] res_o,
    output wire [31:0] exp_o,
    output wire [31:0] obs_o,
    output wire        val_o,
    input  wire [7:0]  data_i,
    input  wire        sof_i,
    input  wire        eof_i,
    input  wire        bstb_i,
    input  wire        bclk_i,
    input  wire        pclk_i
);
    reg  [31:0]  bytep_data;
    reg          bytep_sof;
    reg  [31:0]  bitp_res;
    reg  [31:0]  bitp_exp;
    reg  [31:0]  bitp_obs;
    reg          bitp_val;
    uut_1_bytep i_bytep
    (
        .data_o(bytep_data[31:0]),
        .sof_o(bytep_sof),
        .data_i(data_i[7:0]),
        .sof_i(sof_i),
        .pclk_i(pclk_i)
    );
    uut_1_bitp i_bitp
    (
        .res_o(bitp_res[31:0]),
        .exp_o(bitp_exp[31:0]),
        .obs_o(bitp_obs[31:0]),
        .val_o(bitp_val),
        .data_i(bytep_data[31:0]),
        .sof_i(bytep_sof),
        .eof_i(eof_i),
        .bstb_i(bstb_i),
        .bclk_i(bclk_i)
    );
    always @ (*) begin
        res_o[31:0] = bitp_res[31:0];
        exp_o[31:0] = bitp_exp[31:0];
        obs_o[31:0] = bitp_obs[31:0];
        val_o       = bitp_val;
    end
endmodule
==> flow/run.sh <==
#!/bin/bash
# OpenROAD 26Q1-2900-gdf79404cd8, Yosys 0.63+post, stock flow scripts
make -C /OpenROAD-flow-scripts/flow DESIGN_CONFIG=/design/flow/config.mk WORK_HOME=/design/flow/orfs finish
==> flow/constraint.sdc <==
current_design uut_1_top

set clk_period 5.0
set clk_io_pct 0.2

create_clock -name clk0 -period $clk_period [get_ports {bclk_i}]
create_clock -name clk1 -period $clk_period [get_ports {pclk_i}]

set non_clock_inputs [all_inputs -no_clocks]
set_input_delay [expr $clk_period * $clk_io_pct] -clock clk0 $non_clock_inputs
set_output_delay [expr $clk_period * $clk_io_pct] -clock clk0 [all_outputs]
==> flow/config.mk <==
export PLATFORM = sky130hd
export DESIGN_NAME = uut_1_top
export DESIGN_NICKNAME = uut_1_top
export VERILOG_FILES = /design/flow/design.v
export SDC_FILE = /design/flow/constraint.sdc
export NUM_CORES = 4
export LEC_CHECK = 1
export CORE_UTILIZATION = 40
==> flow_summary.yaml <==
# flow metrics
final_timing:
  grt_setup_unrepaired: "no"
  setup_violations: 0
  fin_setup_tns_ns: 0
  timing.slew.headroom: 0.149
  worstMarginPinSlew_ns: 1.26
  finalHoldViolCount: 0
  timing_max_transition_violations_final: 0
  final_setup_margin_ns: 1.93
  fin_skew_ns: 0.0241
clock_tree:
  post-cts-setup-buffers: 0
  cts_sinks: 2216
  post_cts.resized_instances: 0
  cts-hold-fix-buffers: 28
  cts.clk_slew.worst_paths_ns: 0.06
  tritoncts: "yes"
placement:
  post_detailed_placement_half_perimeter_wirelength_um: 20800
  place.detailed.instances: 4130
  io_buffer_count: 108
  post-place-ws_ns: 2.35
  gp_routability_congestion: 0.809
synthesis:
  synth_warnings: 16
  yosys-top-cells-count: "dfxtp_1 (2,152), edfxtp_1 (64), inv_1 (42)"
  synth_stat.cells: 2511
  post_synth_num_cell_types: 48
  synth-async-reset-ratio: 0
  ys_seq_elements: 2216
  number_of_flops_mapped_to_enable_cells_by_yosys: 64
  post_synth_inst_count: 2511
  top_area_cell: "dfxtp_1"
  yosysMostFrequentCell: "dfxtp_1"
  postSynthAreaPerCell_um2: 18.7
  synth.cell_area_um2: 47000
  flop_cell: "dfxtp_1"
  yosys-top-cells-area: "dfxtp_1 (92%), edfxtp_1 (4.1%), xnor2_1 (0.37%)"
  post-synth-top-area-fraction: 0.917
  synth_seq_share: 0.958
  yosys_area_um2: 47000
floorplanning:
  die_area_um2: 119000
  boundaryPins: 110
  die_w_um: 345
  core-area_um2: 116000
  std_cell_rows: 125
  floorplanUtilization: 0.404
  height_of_the_die_um: 345
flow_run:
  cap_viol_max_count: 0
  tally_of_openroad_warnings: 29
power:
  peakVddDrop_mv: 0.369
  static-leakage-power_nw: 23.4
  p_per_area_nw_per_um2: 589
critical_path:
  worst-r2r-cell-count: 5
  startpoint_type: "register"
  critical_path.max_stage_delay_ns: 0.81
  worstPathMaxFanout: 15
  reg2reg_from: "i_bitp.bit_cnt[0]$_SDFF_PP0_"
  critPathKind: "register to register"
  r2r_setup_slack_ns: 1.93
  worst_ep_required_time_ns: 5.64
  worstPathArrival_ns: 3.71
  endpoint_kind: "register"
  rr_endpoint: "i_bitp.bit_cnt[18]$_SDFF_PP0_"
  list_of_cells_traversed_by_the_critical_path: "ha_1 -> and4_1 -> nand2_1 -> nor4_1 -> mux2_2"
  critical-path-slowest-cell: "dfxtp_1"
global_route:
  number_of_global_route_vias_before_repair: 16100
  globalRouteTotalUtil: 0.0852
  grt_first_pass_wirelength_um: 78700
  number_of_antenna_violations_at_the_first_check_in_global_routing: 0
  largest_net_degree_at_the_start_of_global_routing: 44
  grt.overflow.total: 0
cells_and_area:
  layout.cells.non_filler: 4519
  layout.area.seq_um2: 45000
  area_growth_pct: 21.1
  layout-drive-gt1-share: 0.122
  area.combinational_um2: 1690
  final.fill_count: 9170
min_path:
  hold_path_startpoint: "i_bytep.data_z1[2]$_DFF_P_"
  hold-path-cell-count: 0
  timing.hold.worst.class: "register to register"
  hold_end: "i_bitp.exp_z2[2]$_DFFE_PP_"
routing:
  routed_wire_length_per_instance_um: 10.5
  antenna-diode-count: 0
  detailed_routing_iteration_count_for_the_pre_antenna_repair_pass: 7
  drcViolationCount: 0
  vias: 16600
  route.detailed.vias_per_inst: 3.68
  final_routed_wirelength_um: 47300
  drtIter0Drc: 1003
  antenna_left: 0
status:
  status: "complete, no violations"
flip-flops by register name, summed over array words and instances (netlist names):
signal,count
i_bitp.bgn_z1,1
i_bitp.bit_cnt,32
i_bitp.crc,992
i_bitp.dat_z1,1
i_bitp.end_z1,1
i_bitp.end_z2,1
i_bitp.exp,992
i_bitp.exp_z2,32
i_bitp.exp_z3,32
i_bitp.fcs_z2,32
i_bitp.fcs_z3,32
i_bitp.val,31
i_bitp.val_z3,1
i_bytep.data_z1,8
i_bytep.data_z2,8
i_bytep.data_z3,8
i_bytep.data_z4,8
i_bytep.sof_z1,1
i_bytep.sof_z2,1
i_bytep.sof_z3,1
i_bytep.sof_z4,1
final cells by class:
class / instances / share of cell area
Inverter: 42 / 0.00277
Clock inverter: 68 / 0.0154
Tap cell: 1524 / 0.0335
Sequential cell: 2216 / 0.792
Multi-Input combinational cell: 234 / 0.0298
Clock buffer: 293 / 0.102
Timing Repair Buffer: 142 / 0.0247
metal layers:
layer	wire [um]	track usage
met2	18700	0.109
met1	21600	0.121
met5	0	0
met4	3120	0.0546
met3	3950	0.0391
worst max-delay path: cells and delay by family, from the launching register on:
kind / cells / cell delay [ns]
adder cells (fa/ha/maj): 1 / 0.37
flip-flops: 1 / 0.81
multiplexers: 1 / 0.43
AND/OR/NAND/NOR: 3 / 1.35
where the power goes:
| part | internal (mW) | total [mW] | switching [mW] |
|---|---|---|---|
| Combinational | 0.347 | 0.557 | 0.211 |
| Clock | 8.85 | 14.8 | 5.98 |
| Sequential | 17.9 | 18.1 | 0.137 |
| Total | 27.1 | 33.5 | 6.33 |
worst max-delay path by stage:
stage	from	to	slack (ns)	cells past startpoint
4_1_cts	i_bitp.fcs_z2[15]$_SDFF_PP1_	res_o[15]	2.26	1
5_1_grt	i_bitp.bit_cnt[0]$_SDFF_PP0_	i_bitp.bit_cnt[18]$_SDFF_PP0_	1.43	5
6_report	i_bitp.bit_cnt[0]$_SDFF_PP0_	i_bitp.bit_cnt[18]$_SDFF_PP0_	1.93	5
cells by family after synthesis:
group / Yosys count / synth area share
DFF: 2216 / 0.958
and+or+nand+nor: 150 / 0.0181
buffers and inverters: 61 / 0.00570
xor gates and xnor gates: 38 / 0.00709
muxes: 22 / 0.00701
AOI/OAI and AO/OA: 20 / 0.00280
adders and majority gates: 4 / 0.00107
metrics by stage:
stage	power, mW	utilization	cell area (um2)	hold slack (ns)
global route	34.8	0.489	56900	0.0291
floorplan	18.7	-	47000	0.310
CTS	33.9	0.489	56900	0.0148
finish	33.5	0.489	56900	0.0762
global placement	19.0	0.429	49900	0.310
detailed placement	19.0	0.429	49900	0.312
cell usage in the layout (no fill, tap or decap), drive strengths merged, types with 11 or more instances in the layout:
| cell type | instances |
|---|---|
| dfxtp | 2152 |
| clkbuf | 293 |
| clkdlybuf4s50 | 108 |
| edfxtp | 64 |
| inv | 53 |
| nor2 | 40 |
| clkinv | 35 |
| dlygate4sd3 | 28 |
| xnor2 | 20 |
| xor2 | 18 |
| or2 | 18 |
| bufinv | 15 |
| nand2 | 14 |
| nand3 | 13 |
| nor3 | 12 |
| nor2b | 11 |
| mux2 | 11 |
Power is estimated from default activity; no workload was simulated.
